`design/flow/design.v`:
```
module PWM
(
	input clk,
	input rst_n,
	(*mark_debug = "true"*) input [7:0] command,
	input rx_valid,
	output [2:0] LED
);
localparam IDLE = 0;
localparam COMMAND_DET = 1;
reg [4:0] cnt;
reg rx_valid_reg;
reg [1:0] cstate, nstate;
(*mark_debug = "true"*) reg [2:0] color;
(*mark_debug = "true"*) reg [3:0] brightness;
always @ (posedge clk, negedge rst_n) begin
	if (!rst_n) begin
		cstate <= IDLE;
	end
	else begin
		cstate <= nstate;
	end
end
always @ (*) begin
	nstate = cstate;
	case (cstate)
		IDLE : nstate = rx_valid_reg ? COMMAND_DET : IDLE;
		COMMAND_DET : nstate = IDLE;
		default : nstate = IDLE;
	endcase
end
always @ (posedge clk, negedge rst_n) begin
	if (!rst_n) begin
		color <= 3'b0;
		brightness <= 4'b0;
		rx_valid_reg <= 1'b0;
	end
	else begin
		case (nstate)
			IDLE : begin
				color <= color;
				brightness <= brightness;
				rx_valid_reg <= rx_valid;
			end
			COMMAND_DET : begin
				color <= command[6:4];
				brightness <= command [3:0];
				rx_valid_reg <= 1'b0;
			end
			default : begin
				color <= color;
				brightness <= brightness;
				rx_valid_reg <= rx_valid;
			end
		endcase
	end
end
always @ (posedge clk, negedge rst_n) begin
	if (!rst_n) begin
		cnt <= 5'b0;
	end
	else if (cnt < 14) begin
		cnt <= cnt + 5'b1;
	end
	else begin
		cnt <= 5'b0;
	end
end
assign LED = (cnt < brightness) ? color : 3'b0;
endmodule
module Top
#(
	parameter CLK_HZ = 100_000_000,
	parameter BIT_RATE = 256000,
	parameter PAYLOAD_BITS = 8
)
(
	input clk,
	(*mark_debug = "true"*) input rst_n,
	(*mark_debug = "true"*) input rx,
	(*mark_debug = "true"*) output [2:0] LED
);
wire [7:0] rx_command;
(*mark_debug = "true"*) wire valid;
UART #(.BIT_RATE(BIT_RATE), .PAYLOAD_BITS(PAYLOAD_BITS), .CLK_HZ(CLK_HZ)) UART_top
(
	.clk(clk),
	.rst_n(rst_n),
	.uart_rxd(rx),
	.command(rx_command),
	.rx_valid(valid)
);
PWM pwm
(
	.clk(clk),
	.rst_n(rst_n),
	.command(rx_command),
	.rx_valid(valid),
	.LED(LED)
);
endmodule
module UART
#(
	parameter CLK_HZ = 100_000_000,
	parameter BIT_RATE = 256000,
	parameter PAYLOAD_BITS = 8
)
(
	input clk,
	input rst_n,
	input uart_rxd,
	output [PAYLOAD_BITS - 1:0] command,
	output rx_valid
);
wire [PAYLOAD_BITS-1:0] uart_rx_data;
wire uart_rx_valid;
wire uart_rx_break;
reg  [PAYLOAD_BITS-1:0] command_reg;
assign command = command_reg;
assign rx_valid = uart_rx_valid;  
always @ (posedge clk, negedge rst_n) begin
    if(!rst_n) begin
        command_reg <= 8'hF0;
    end else if(uart_rx_valid) begin
        command_reg <= uart_rx_data[7:0];
    end
end
uart_rx #(.BIT_RATE(BIT_RATE), .PAYLOAD_BITS(PAYLOAD_BITS), .CLK_HZ(CLK_HZ)) i_uart_rx
(
	.clk(clk),
	.rst_n(rst_n),
	.uart_rxd(uart_rxd),
	.uart_rx_en(1'b1),
	.uart_rx_break(uart_rx_break),
	.uart_rx_valid(uart_rx_valid),
	.uart_rx_data(uart_rx_data)
);
endmodule
module uart_rx(
    input clk,
    input rst_n,
    input uart_rxd,
    input uart_rx_en,
    output uart_rx_break,
    output  uart_rx_valid,
    output reg [PAYLOAD_BITS-1:0] uart_rx_data
);
parameter BIT_RATE = 9600;  
localparam BIT_P = 1_000_000_000 * 1/BIT_RATE;  
parameter CLK_HZ = 50_000_000;  
localparam CLK_P = 1_000_000_000 * 1/CLK_HZ;  
parameter PAYLOAD_BITS = 8;  
parameter STOP_BITS = 1;  
localparam CYCLES_PER_BIT = BIT_P / CLK_P;  
localparam COUNT_REG_LEN = 1 + $clog2(CYCLES_PER_BIT);  
reg rxd_reg;  
reg rxd_reg_0;  
reg [PAYLOAD_BITS-1:0] recieved_data;  
reg [COUNT_REG_LEN-1:0] cycle_counter;  
reg [3:0] bit_counter;  
reg bit_sample;  
reg [2:0] fsm_state;  
reg [2:0] n_fsm_state;  
localparam FSM_IDLE = 0;
localparam FSM_START= 1;
localparam FSM_RECV = 2;
localparam FSM_STOP = 3;
assign uart_rx_break = uart_rx_valid && ~|recieved_data;
assign uart_rx_valid = fsm_state == FSM_STOP && n_fsm_state == FSM_IDLE;  
always @(posedge clk, negedge rst_n) begin
    if(!rst_n) begin
        uart_rx_data  <= {PAYLOAD_BITS{1'b0}};
    end else if (fsm_state == FSM_STOP) begin
        uart_rx_data  <= recieved_data;  
    end
end
wire next_bit = cycle_counter == CYCLES_PER_BIT ||
                        fsm_state == FSM_STOP && 
                        cycle_counter == CYCLES_PER_BIT/2;  
wire payload_done = bit_counter == PAYLOAD_BITS;  
always @(*) begin : p_n_fsm_state
    case(fsm_state)
        FSM_IDLE : n_fsm_state = rxd_reg ? FSM_IDLE : FSM_START;
        FSM_START: n_fsm_state = next_bit ? FSM_RECV : FSM_START;
        FSM_RECV : n_fsm_state = payload_done ? FSM_STOP : FSM_RECV ;
        FSM_STOP : n_fsm_state = next_bit ? FSM_IDLE : FSM_STOP ;
        default  : n_fsm_state = FSM_IDLE;
    endcase
end
integer i = 0;
always @(posedge clk, negedge rst_n) begin : p_recieved_data
    if(!rst_n) begin
        recieved_data <= {PAYLOAD_BITS{1'b0}};
    end else if(fsm_state == FSM_IDLE) begin
        recieved_data <= {PAYLOAD_BITS{1'b0}};
    end else if(fsm_state == FSM_RECV && next_bit) begin
        recieved_data[PAYLOAD_BITS-1] <= bit_sample;  
        for (i = PAYLOAD_BITS-2; i >= 0; i = i - 1) begin  
            recieved_data[i] <= recieved_data[i+1];
        end
    end
end
always @(posedge clk, negedge rst_n) begin : p_bit_counter
    if(!rst_n) begin
        bit_counter <= 4'b0;
    end else if(fsm_state != FSM_RECV) begin
        bit_counter <= {COUNT_REG_LEN{1'b0}};
    end else if(fsm_state == FSM_RECV && next_bit) begin
        bit_counter <= bit_counter + 1'b1;
    end
end
always @(posedge clk, negedge rst_n) begin : p_bit_sample
    if(!rst_n) begin
        bit_sample <= 1'b0;
    end else if (cycle_counter == CYCLES_PER_BIT/2) begin  
        bit_sample <= rxd_reg;
    end
end
always @(posedge clk, negedge rst_n) begin : p_cycle_counter
    if(!rst_n) begin
        cycle_counter <= {COUNT_REG_LEN{1'b0}};
    end else if(next_bit) begin
        cycle_counter <= {COUNT_REG_LEN{1'b0}};
    end else if(fsm_state == FSM_START || 
                fsm_state == FSM_RECV || 
                fsm_state == FSM_STOP) begin
        cycle_counter <= cycle_counter + 1'b1;
    end
end
always @(posedge clk, negedge rst_n) begin : p_fsm_state
    if(!rst_n) begin
        fsm_state <= FSM_IDLE;
    end else begin
        fsm_state <= n_fsm_state;
    end
end
always @(posedge clk, negedge rst_n) begin : p_rxd_reg
    if(!rst_n) begin
        rxd_reg <= 1'b1;
        rxd_reg_0 <= 1'b1;
    end else if(uart_rx_en) begin
        rxd_reg <= rxd_reg_0;
        rxd_reg_0 <= uart_rxd;
    end
end
endmodule
```
`design/flow/constraint.sdc`:
```
current_design Top

set clk_period 2.7
set clk_io_pct 0.2

create_clock -name clk0 -period $clk_period [get_ports {clk}]

set non_clock_inputs [all_inputs -no_clocks]
set_input_delay [expr $clk_period * $clk_io_pct] -clock clk0 $non_clock_inputs
set_output_delay [expr $clk_period * $clk_io_pct] -clock clk0 [all_outputs]
```
`design/flow/run.sh`:
```
#!/bin/bash
# OpenROAD 26Q1-2900-gdf79404cd8, Yosys 0.63+post, stock flow scripts
make -C /OpenROAD-flow-scripts/flow DESIGN_CONFIG=/design/flow/config.mk WORK_HOME=/design/flow/orfs finish
```
`design/flow/config.mk`:
```
export PLATFORM = sky130hd
export DESIGN_NAME = Top
export DESIGN_NICKNAME = Top
export VERILOG_FILES = /design/flow/design.v
export SDC_FILE = /design/flow/constraint.sdc
export NUM_CORES = 4
export LEC_CHECK = 1
export CORE_UTILIZATION = 30
```
==> flow.log <==
[metrics] run summary
INFO  metric run_status = complete, no violations
INFO  metric share_seq_of_total_power = 46.4%
INFO  metric tns = 0 ns
INFO  metric ant_nets = 0
INFO  metric comb_power_share = under 10%
INFO  metric core_area = about 8300 um2
INFO  metric synth_chip_area = around 2600 um2
INFO  metric die_width = 94.74 um
INFO  metric startpoint_type = flip-flop
INFO  metric layout_top_cell = sky130_fd_sc_hd__dfrtp_1
INFO  metric total_wirelength_of_the_detailed_routed_design = 4003 um
INFO  metric vdd_drop_max = 200.1 uV
INFO  metric syn_inst = about 220
INFO  metric worst_slew_margin_rel = between 40% and 50%
INFO  metric drt-pass1-iter-count = 4
INFO  metric dr.first_iter.drc_count = a little over 60
INFO  metric num_vias = 1581
INFO  metric ys_flops = 58
INFO  metric synth-cells-yosys = between 200 and 250
INFO  metric max_slew.worst_pin.slew = ~0.8 ns
INFO  metric synth.cell_area = 2580 um2
INFO  metric largest_register_by_flop_count = UART_top.i_uart_rx.cycle_counter
INFO  metric worst_path_most_repeated_cell = sky130_fd_sc_hd__a21o_1
INFO  metric cts_inserted_buffers = 9
INFO  metric drt-vias-per-instance = around 4.6
INFO  metric cts.htree.levels = 3
INFO  metric cp_top_family = AND-OR/OR-AND gates
INFO  metric clkPwrFrac = 52.6%
INFO  metric leading_cell_types_in_the_layout_fill_and_taps_excluded = sky130_fd_sc_hd__dfrtp_1 (50), sky130_fd_sc_hd__nand2_1 (31), sky130_fd_sc_hd__mux2_2 (16), sky130_fd_sc_hd__inv_1 (15), sky130_fd_sc_hd__nor2_1 (14)
INFO  metric startpoint_to_endpoint_class_of_the_critical_path = flip-flop to primary output
INFO  metric clock_tree_from_tritoncts = built
INFO  metric setup_slack = roughly 0.18 ns
INFO  metric place_worst_setup_slack = 0.1150 ns
INFO  metric setup_viol = 0
INFO  metric p_leak = about 1.4 nW
INFO  metric grt_antenna_before_repair = 0
INFO  metric cts_hold_buffers = 0
INFO  metric tool_warnings = 27
INFO  metric path_max_fanout = 3
INFO  metric grt_pass1_wl = around 7000 um
INFO  metric gp_congestion = approximately 0.76
INFO  metric yosys_warnings = 3
INFO  metric reg.largest.list = UART_top.i_uart_rx.cycle_counter x10, UART_top.i_uart_rx.recieved_data x8
INFO  metric cp-end-kind = primary output
INFO  metric cell_internal_pwr = around 1.5 mW
INFO  metric floorplan.io_pins = 6
INFO  metric data_arrival_time_of_the_critical_path = 1.98 ns
INFO  metric crit_chain = ha_1, a21o_1, a21o_1, a2111oi_2, dlygate4sd2_1
INFO  metric grt_pass1_vias = 1536
INFO  metric remaining_drc_errors = 0
INFO  metric clkTransAtPathRegs = about 0.070 ns
INFO  metric ys_seq_share = ~57%
INFO  metric clk_latency_worst_skew_pair = between 0.3 and 0.4 ns
INFO  metric critPathBufInv = 1
INFO  metric top_flip_flop_cell_by_instance_count_after_synthesis = sky130_fd_sc_hd__dfrtp_1
INFO  metric place_hpwl = 2683 um
INFO  metric fmax = 0.3970 GHz
INFO  metric fin_worst_skew = 0.006953 ns
INFO  metric clockBufferDepth = 2
INFO  metric track_usage = approximately 10%
INFO  metric synth.distinct_cells = 40
INFO  metric fp-row-count = 33
INFO  metric grt_max_degree = 23
INFO  metric die_area = ~9000 um2
INFO  metric avgSynthCellArea = 11.73 um2
INFO  metric netSwitchingPower = around 0.35 mW
INFO  metric swShare = between 10% and 20%
INFO  metric placement.io_buffers = 5
INFO  metric initCoreUtil = 31.24%
INFO  metric worstPathRequired = ~2.2 ns
INFO  metric routedWlPerCell = ~12 um
INFO  metric cellPowerDensity = approximately 620 nW/um2
INFO  metric hold_path_class = input port to asynchronous set/reset pin
INFO  metric globalRouteOverflowTotal = 0
INFO  metric final_hold_vios = 0
INFO  metric rsz0062_at_grt = false
INFO  metric layout-drive-gt1-share = between 20% and 30%
INFO  metric timing_max_transition_violations_final = 0
INFO  metric layout_worst_path_cycle_share = 93.29%
INFO  metric max_cap_violations = 0
INFO  metric edf_count = 0
INFO  metric clk_root_buffer_cell = sky130_fd_sc_hd__clkbuf_8
INFO  metric insertedDiodeCount = 0
INFO  metric die_height = around 95 um
INFO  metric flow.area_growth_from_synthesis = 16.97%
INFO  metric cts_sinks = about 58
INFO  metric largest_register_ffs = 10
INFO  metric synth-async-reset-ratio = about 100%
INFO  metric post_route_minimum_period = 2.519 ns
INFO  metric max_stage_delay = ~0.40 ns
INFO  metric timing.critical_path.slowest_stage_cell = sky130_fd_sc_hd__dfrtp_2
-- path summary, 6_finish.rpt --
path                                                           startpoint                                         endpoint  slack, ns  depth (start not counted)
min in group clk0                  UART_top.i_uart_rx.rxd_reg_0$_DFF_PN1_             UART_top.i_uart_rx.rxd_reg$_DFF_PN1_       0.35                          0
worst max-delay path                                 pwm.cnt[1]$_DFF_PN0_                                           LED[1]       0.18                          5
worst min register to register     UART_top.i_uart_rx.rxd_reg_0$_DFF_PN1_             UART_top.i_uart_rx.rxd_reg$_DFF_PN1_       0.35                          0
max in group asynchronous                                           rst_n              UART_top.command_reg[6]$_DFFE_PN1P_       1.85                          2
worst min-delay path                                                rst_n  UART_top.i_uart_rx.cycle_counter[3]$_DFFE_PN0P_       0.16                          1
worst max register to register  UART_top.i_uart_rx.fsm_state[3]$_DFF_PN0_        UART_top.i_uart_rx.fsm_state[2]$_DFF_PN0_       0.85                          4
-- cell usage after synthesis (all sizes together) (2+ instances only) --
cell type	instances	area (um2)
o211ai	2	15.01
nor3	8	56.31
o22ai	2	12.51
a211oi	2	15.01
nand2b	4	25.02
buf	3	21.27
a21o	2	15.01
nand4b	3	26.28
nor2	14	52.55
mux2	16	180.2
dfrtp	51	1276
o21ai	7	38.79
ha	8	100.1
a2111oi	3	26.28
a21oi	2	10.01
nand2	31	116.4
xnor2	5	43.79
and2	2	12.51
nor4	2	27.53
dfstp	7	183.9
xor2	3	26.28
mux2i	12	120.1
clkbuf	2	7.510
inv	15	56.30
nand3	3	15.01
a22o	2	17.52
-- worst reg2reg max path: stages, from the launching register on --
cell	delay (ns)
sky130_fd_sc_hd__dfrtp_1	0.67
sky130_fd_sc_hd__inv_1	0.14
sky130_fd_sc_hd__nor3_2	0.34
sky130_fd_sc_hd__o21a_1	0.42
sky130_fd_sc_hd__o22ai_1	0.14
-- layer usage --
metal  routed length (um)  global-route usage (%)  share of wire (%)
met1                 2122                   16.69                 53
met2                 1697                   14.39                 42
met3                  116                   2.288                2.9
met4                   66                   2.146                1.6
met5                    0                       0                  0
-- cells by family after synthesis --
| family | share of synthesized area, % |
|---|---|
| XOR/XNOR | 2.716 |
| flip-flops | 56.60 |
| buffers and inverters | 3.298 |
| adder cells (fa/ha/maj) | 3.880 |
| AND/OR/NAND/NOR | 14.11 |
| multiplexers | 11.64 |
| AND-OR/OR-AND | 7.760 |
-- metrics by stage --
step | hold slack [ns] | utilization [%] | instances | cell area, um2 | total power [mW]
after floorplan | 0.2444 | - | 220 | 2580 | 0.8888
after global placement | 0.3455 | 33.21 | 327 | 2743 | 0.9106
after detailed placement | 0.3468 | 33.21 | 327 | 2743 | 0.9107
after CTS | 0.1722 | 36.55 | 344 | 3018 | 1.909
after global routing | 0.1920 | 36.55 | 344 | 3018 | 1.952
final | 0.1605 | 36.55 | 344 | 3018 | 1.883
-- power groups by stage --
stage,registers [mW],clock network (mW),logic [mW]
after CTS,0.873,1.01,0.0219
final,0.873,0.990,0.0199
after global routing,0.873,1.06,0.0244
-- what timing repair did --
| item | CTS | global route |
|---|---|---|
| resized | 10 | 0 |
| buffers inserted | 1 | 0 |
| endpoints found under the hold margin | 0 | 0 |
| setup endpoints to repair | 3 | 0 |
-- layout make-up --
class / count / area [um2]
clock buffer: 11 / 151.4
sequential: 58 / 1461
tap: 105 / 131.4
inverter: 15 / 56.30
clock inverter: 5 / 100.1
multi-input combinational: 142 / 1054
timing repair buffer: 8 / 63.81
fill: 791 / 5240
Power is estimated from default activity; no workload was simulated.
